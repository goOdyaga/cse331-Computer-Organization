==> design.v <==
module blockgenerate(input[3:0]p,output pres);
and and1(a,p[0],p[1]);
and and2(b,p[2],p[3]);
and and3(pres,a,b);
endmodule
module blockprop (
    input [3:0] p,
    input [3:0] g,
    output gres
);
    wire a, b, pres1;
    and and1(a, g[0], p[1]);
    and and2(b, p[2], p[3]);
    and and3(pres1, a, b);
    wire c, pres2;
    and and4(c, p[2], p[3]);
    and and5(pres2, c, g[1]);
	and and6(d,p[3],g[2]);
    wire l1, l2;
    or or1(l1, pres1, pres2);
    or or2(l2, d, g[3]);
    or or3(gres, l1, l2);
endmodule
module cla_16 (
    input [15:0] A,
    input [15:0] B,
    input cin,
    output [3:0] c
);
wire[15:0] p;
wire[15:0] g;
    wire [3:0] G;
    wire [3:0] P;
    fourbitand gres1(A[3:0], B[3:0], g[3:0]);
    fourbitor pres1(A[3:0], B[3:0], p[3:0]);
    fourbitand gres2(A[7:4], B[7:4], g[7:4]);
    fourbitor pres2(A[7:4], B[7:4], p[7:4]);
    fourbitand gres3(A[11:8], B[11:8], g[11:8]);
    fourbitor pres3(A[11:8], B[11:8], p[11:8]);
    fourbitand gres4(A[15:12], B[15:12], g[15:12]);
    fourbitor pres4(A[15:12], B[15:12], p[15:12]);
    blockgenerate b1(p[3:0], P[0]);
    blockprop p1(p[3:0], g[3:0], G[0]);
    blockgenerate b2(p[7:4], P[1]);
    blockprop p2(p[7:4], g[7:4], G[1]);
    blockgenerate b3(p[11:8], P[2]);
    blockprop p3(p[11:8], g[11:8], G[2]);
    blockgenerate b4(p[15:12], P[3]);
    blockprop p4(p[15:12], g[15:12], G[3]);
    fourbcla fbcla1(cin, c, P, G);
endmodule
module fourbcla(input cin,output [3:0]c,input[3:0]p,input[3:0]g);
and and1(pc0,p[0],cin);
or or1(c[0],pc0,g[0]);
and and2(pc1,pc0,p[1]);
and and3(pg0,p[1],g[0]);
or or2(l1,g[1],pg0);
or or3(c[1],l1,pc1);
and and4(pc2,pc1,p[2]);
and and5(pg1,pg0,p[2]);
and and6(pgs1,p[2],g[1]);
or or4(l2,g[2],pgs1);
or or5(r1,pc2,pg1);
or or6(c[2],l2,r1);
and and7(pc3,pc2,p[3]);
and and8(pg2,pg1,p[3]);
and and9(pgs2,p[3],pgs1);
and and10(pgs3,p[3],g[2]);
or or7(l3,g[3],pgs3);
or or8(r2,pc3,pg2);
or or9(t1,l3,r2);
or or10(c[3],t1,pgs2);
endmodule
module fourbitand(input [3:0]a,input [3:0]b,output [3:0] res);
and and0(res[0],a[0],b[0]);
and and1(res[1],a[1],b[1]);
and and2(res[2],a[2],b[2]);
and and3(res[3],a[3],b[3]);
endmodule
module fourbitor(input [3:0]a,input [3:0]b,output [3:0] res);
or or0(res[0],a[0],b[0]);
or or1(res[1],a[1],b[1]);
or or2(res[2],a[2],b[2]);
or or3(res[3],a[3],b[3]);
endmodule
module full_adder (output sum, input a, b, c_in);
	my_xor xor1 (a_xor_b, a, b);
	my_xor xor2 (sum, a_xor_b, c_in);
endmodule 
module full_adder_16bit(input [15:0]A,input [15:0]B,input cin,output [15:0] sum,output cout);
wire[3:0] c;
cla_16 cla1(A[15:0],B[15:0],cin,c);
full_adder_4bit fuladd1(sum[3:0], A[3:0], B[3:0], cin);
full_adder_4bit fuladd2(sum[7:4], A[7:4], B[7:4], c[0]);
full_adder_4bit fuladd3(sum[11:8], A[11:8], B[11:8], c[1]);
full_adder_4bit fuladd4(sum[15:12], A[15:12], B[15:12], c[2]);
or or1(cout,c[3]);
endmodule
module full_adder_32bit(input [31:0]A,input [31:0]B,input cin,output [31:0] sum,output cout);
wire c;
or or1(ora,A[31],0);
and and1(resn,ora,1);
wire [31:0] rest;
wire [31:0] rest1;
full_adder_16bit lh(A[15:0],B[15:0],cin,rest[15:0],c);
full_adder_16bit rh(A[31:16],B[31:16],c,rest[31:16],cout);
revnum numaddsun(rest,resn,rest1);
full_adder_16bit lh1(rest1[15:0],16'b0,resn,sum[15:0],c);
full_adder_16bit rh2(rest1[31:16],16'b0,c,sum[31:16],cout);
endmodule
module full_adder_4bit (output [3:0] sum,  input [3:0] a, input [3:0] b, input c_in);
	wire [3:0]p ;
	wire [3:0]g ;
	fourbitand gres(a,b,g[3:0]);
	fourbitor pres(a,b,p[3:0]);
	wire [3:0]c;
	fourbcla fourbclares(c_in,c,p,g);
	full_adder fa1 (sum[0],  a[0], b[0], c_in);
	full_adder fa2 (sum[1],  a[1], b[1], c[0]);
	full_adder fa3 (sum[2],  a[2], b[2], c[1]);
	full_adder fa4 (sum[3],  a[3], b[3], c[2]);
endmodule 
module my_xor(output y, input a,b);
	and and1(and1output,a,b);
	and and2(and2output,a,!and1output);
	and and3(and3output,b,!and1output);
	and and4(and4output,!and2output,!and3output);
	not not1(y,and4output);
endmodule
module revnum(input[31:0]num,input signal,output [31:0] res);
	 xor xor1(res[0], num[0], signal);
    xor xor2(res[1], num[1], signal);
    xor xor3(res[2], num[2], signal);
    xor xor4(res[3], num[3], signal);
    xor xor5(res[4], num[4], signal);
    xor xor6(res[5], num[5], signal);
    xor xor7(res[6], num[6], signal);
    xor xor8(res[7], num[7], signal);
    xor xor9(res[8], num[8], signal);
    xor xor10(res[9], num[9], signal);
    xor xor11(res[10], num[10], signal);
    xor xor12(res[11], num[11], signal);
    xor xor13(res[12], num[12], signal);
    xor xor14(res[13], num[13], signal);
    xor xor15(res[14], num[14], signal);
    xor xor16(res[15], num[15], signal);
    xor xor17(res[16], num[16], signal);
    xor xor18(res[17], num[17], signal);
    xor xor19(res[18], num[18], signal);
    xor xor20(res[19], num[19], signal);
    xor xor21(res[20], num[20], signal);
    xor xor22(res[21], num[21], signal);
    xor xor23(res[22], num[22], signal);
    xor xor24(res[23], num[23], signal);
    xor xor25(res[24], num[24], signal);
    xor xor26(res[25], num[25], signal);
    xor xor27(res[26], num[26], signal);
    xor xor28(res[27], num[27], signal);
    xor xor29(res[28], num[28], signal);
    xor xor30(res[29], num[29], signal);
    xor xor31(res[30], num[30], signal);
    xor xor32(res[31], num[31], signal);	
endmodule
==> run.sh <==
#!/bin/bash
# OpenROAD 26Q1-2900-gdf79404cd8, Yosys 0.63+post, stock flow scripts
make -C /OpenROAD-flow-scripts/flow DESIGN_CONFIG=/design/flow/config.mk WORK_HOME=/design/flow/orfs finish
==> config.mk <==
export PLATFORM = sky130hd
export DESIGN_NAME = full_adder_32bit
export DESIGN_NICKNAME = full_adder_32bit
export VERILOG_FILES = /design/flow/design.v
export SDC_FILE = /design/flow/constraint.sdc
export NUM_CORES = 4
export LEC_CHECK = 1
export CORE_UTILIZATION = 40
==> constraint.sdc <==
current_design full_adder_32bit

set clk_period 16.8
set clk_io_pct 0.2

create_clock -name clk0 -period $clk_period

set non_clock_inputs [all_inputs -no_clocks]
set_input_delay [expr $clk_period * $clk_io_pct] -clock clk0 $non_clock_inputs
set_output_delay [expr $clk_period * $clk_io_pct] -clock clk0 [all_outputs]
==> flow.log <==
[report] implementation figures
[metrics] result of the run: finished, final reports clean
[metrics] ANT nets after route: 0
[metrics] power per standard cell area: 38.4 nW/um^2
[metrics] RSZ-0062 raised after global routing: no
[metrics] post-place instance area: 4270 um^2
[metrics] uppermost routed layer: met3
[metrics] via count of the first global-routing pass: 2591
[metrics] floorplan-stage core utilization: 41.5%
[metrics] max-slew violations: 0
[metrics] sum of met3 wire segment lengths after detailed routing: 365 um
[metrics] Lkg Pwr: 2.07 nW
[metrics] Die W: 94.6 um
[metrics] Top cell area share: 30.6%
[metrics] Routed WL: 6550 um
[metrics] vias after detailed routing: 2786
[metrics] ant diodes: 0
[metrics] total gr overflow: 0
[metrics] met2 routed wirelength: 2910 um
[metrics] Total GRT Usage: 15.2%
[metrics] kind of path behind the tightest hold check: input port to primary output
[metrics] vertical die size: 94.6 um
[metrics] count of buffers inserted at the top-level ports: 98
[metrics] shortest clock period the worst path allows after layout: 12.57 ns
[metrics] Avg Cell Area, Syn: 7.87 um^2
[metrics] tool warnings: 70
[metrics] cell area after layout: 4270 um^2
[metrics] count of sequential standard cells: 0
[metrics] wire length of the first global-routing pass: 11100 um
[metrics] Post-synth top cells: ha_1, inv_1, xnor2_1
[metrics] total iterations of the first detailed-routing run: 4
[metrics] antenna violations before repair: 0
[metrics] Hold Crit Start: A[31]
[metrics] number of cells in the yosys synthesis report: 436
[metrics] area growth from synthesis to layout: 24.6%
[metrics] Core Area: 8260 um^2
[metrics] Crit Path Class: input port to primary output
[metrics] maximum fanout along the worst path: 6
[metrics] FF/Latch Area: 0 um^2
[metrics] number of setup buffers added after CTS: 0
[metrics] placement row count: 33
[metrics] cts hold-fix bufs: 0
[metrics] setup TNS: 0 ns
[metrics] largest area contributor in the synthesized netlist: ha_1
[metrics] ratio of final minimum period to clock period: 74.8%
[metrics] die outline area: 8950 um^2
[metrics] dominant cell by count in the synthesized netlist: ha_1
[metrics] ratio of cells with drive above 1 in the final layout: 6.04%
[metrics] remaining max-slew budget at the tightest pin: 58.4%
[metrics] Top cells by area: ha_1, xnor2_1, inv_1
[metrics] Yosys warnings: 28
[metrics] Slew @ Worst Pin: 0.624 ns
[metrics] worst path required time: 13.44 ns
[metrics] global placement routability congestion: 0.883
[metrics] mean number of vias per cell: 4.63
[metrics] count of fill cells added during filler insertion: 792
[metrics] Ports: 98
[metrics] cts repair resizes: 0
[metrics] final setup violation count: 0
[metrics] peak supply drop: 24.9 uV
[metrics] post-synthesis chip area from yosys: 3430 um^2
[metrics] count of distinct cell types in the synthesized netlist: 62
[metrics] Max Clock Freq: 0.0796 GHz
[metrics] detailed router's first-iteration violation count: 94
[metrics] remaining design rule violation count: 0
[metrics] startpoint class of the critical path: input port
[metrics] Worst Hold End: sum[0]
[metrics] Hold Worst Slack: 7.75 ns
[metrics] final-layout clock buffer total: 0
[metrics] fraction of the yosys area taken by sequential cells: 0%
[metrics] number of maximum-capacitance violations: 0
[metrics] synthesized netlist cell count: 436
[metrics] Met1 Wirelength: 3270 um
[metrics] cell area after technology mapping: 3430 um^2
[metrics] worst hold stages: 4
[metrics] number of hold violations in the final report: 0
[metrics] Detail Placement HPWL: 5900 um
[metrics] largest net degree at the start of global routing: 44
[metrics] post-DR wirelength/cell: 10.9 um
[metrics] CP endpoint kind: primary output
[metrics] critical path arrival: 9.21 ns
==> per-stage QoR <==
| step | setup WS [ns] | instances | util (%) | total power, W |
|---|---|---|---|---|
| after floorplan | 5.43 | 436 | - | 0.000118 |
| after global placement | 4.30 | 602 | 51.8 | 0.000165 |
| after detailed placement | 4.17 | 602 | 51.8 | 0.000166 |
| after CTS | 4.17 | 602 | 51.8 | 0.000167 |
| after global routing | 3.73 | 602 | 51.8 | 0.000186 |
| final | 4.23 | 602 | 51.8 | 0.000164 |
==> metal layers <==
layer / up-vias / global-route usage [%]
met5: - / 0
met4: 0 / 0.253
met2: 57 / 25.9
met1: 1225 / 22.1
li1: 1504 / -
met3: 0 / 1.72
==> area by class of cell <==
cell class	count	area [um^2]	share of cell area, %
multi-input combinational	320	2870	67.1
inverter	78	293	6.85
timing repair buffer	99	983	23.0
tap	105	131	3.07
==> how the worst max path moves through the flow <==
stage     startpoint      end  slack (ns)
6_report        B[2]  sum[27]        4.23
5_1_grt         B[2]  sum[27]        3.73
4_1_cts         A[2]  sum[27]        4.17
==> where the power goes <==
part           internal [W]  leakage [nW]  switching (W)
registers                 0             0              0
clock network             0             0              0
logic             0.0000972          2.07      0.0000671
total             0.0000972          2.07      0.0000671
==> placed cells by master (no fill, tap or decap), types with 3 or more instances in the layout <==
master / instances
a21o_1: 3
a21oi_1: 14
and2_1: 4
clkdlybuf4s50_1: 97
fa_1: 8
ha_1: 84
inv_1: 78
mux2i_1: 4
nand2_1: 15
nand2b_1: 6
nand3_1: 3
nor2_1: 28
nor2b_1: 9
nor3_1: 6
nor4_1: 4
nor4_2: 4
o21ai_0: 7
o21bai_1: 4
or2_2: 5
xnor2_1: 52
xor2_1: 13
==> cell families (layout without fill, tap and decap cells) <==
logic type,Yosys count,count (layout),synth area share (%)
buf+inv,116,177,16.4
simple gates,104,104,17.7
fa+ha+maj,92,92,35.3
xor+xnor,66,66,17.1
compound gates,53,53,12.0
mux,5,5,1.50
==> worst max-delay path, stage by stage <==
cell,delay (ns)
clkdlybuf4s50_1,0.42
inv_1,0.07
ha_1,0.22
nor3b_1,0.08
nor3_2,0.35
a21oi_1,0.18
or3_4,0.44
fa_1,0.54
nor2b_1,0.07
a221oi_1,0.29
mux2i_1,0.12
and4_4,0.22
and2_4,0.15
fa_1,0.49
xor2_1,0.20
nand3_1,0.15
nor3b_4,0.22
and4b_1,0.30
ha_1,0.17
ha_1,0.13
ha_1,0.15
xnor2_1,0.13
xnor2_1,0.15
xnor2_1,0.14
clkdlybuf4s50_1,0.47
No activity file was given, so power comes from the tool's default toggle rates.
