$ cat /design/flow/run.sh
#!/bin/bash
# OpenROAD 26Q1-2900-gdf79404cd8, Yosys 0.63+post, stock flow scripts
make -C /OpenROAD-flow-scripts/flow DESIGN_CONFIG=/design/flow/config.mk WORK_HOME=/design/flow/orfs finish
$ cat /design/flow/config.mk
export PLATFORM = sky130hd
export DESIGN_NAME = control_unit
export DESIGN_NICKNAME = control_unit
export VERILOG_FILES = /design/flow/design.v
export SDC_FILE = /design/flow/constraint.sdc
export NUM_CORES = 4
export LEC_CHECK = 1
export CORE_AREA = 10 10 70 70
export DIE_AREA = 0 0 80 80
$ cat /design/flow/design.v
module control_unit (
 output  regDst,
 output  branch,
 output memRead, 
 output memWrite,
 output [2:0] ALUop, 
 output ALUsrc,
 output regWrite,
 output jump,
 output byteOperations, 
 output move, 
 input [5:0] opcode); 
 wire [1:0]branch1;
 wire [1:0]jump1;
 wire [1:0]byteOperations1;
  wire [1:0]memRead1;
 wire [1:0]memWrite1;
 wire [9:0]regWrite1;
 wire [8:0]ALusrc1;
 wire regDst1[8:0];
 detectopcode det1(opcode,6'b100011,branch1[0]);
 detectopcode det2(opcode,6'b100111,branch1[1]);
 or o1(branch,branch1[0],branch1[1]);
 detectopcode det3(opcode,6'b001000,memRead1[0]);
 detectopcode det4(opcode,6'b001001,memRead1[1]);
 or or2(memRead,memRead1[0],memRead1[1]);
 detectopcode det5(opcode,6'b010000,memWrite1[0]);
 detectopcode det6(opcode,6'b010001,memWrite1[1]);
 or or3(memWrite,memWrite1[0],memWrite1[1]);
 detectopcode det7(opcode,6'b000000,regWrite1[0]);
 detectopcode det8(opcode,6'b000010,regWrite1[1]);
 detectopcode det9(opcode,6'b000011,regWrite1[2]);
 detectopcode det10(opcode,6'b000100,regWrite1[3]);
 detectopcode det11(opcode,6'b000101,regWrite1[4]);
 detectopcode det12(opcode,6'b001000,regWrite1[5]);
 detectopcode det13(opcode,6'b001001,regWrite1[6]);
 detectopcode det14(opcode,6'b000111,regWrite1[7]);
 detectopcode det15(opcode,6'b100000,regWrite1[8]);
 detectopcode det16(opcode,6'b111001,regWrite1[9]);
 or or4(regWrite,regWrite1[0],regWrite1[1],regWrite1[2],regWrite1[3],regWrite1[4],regWrite1[5],regWrite1[6],regWrite1[7],regWrite1[8],regWrite1[9]);
 detectopcode det17(opcode,6'b000010,regDst1[0]);
 detectopcode det47(opcode,6'b000011,regDst1[1]);
 detectopcode det48(opcode,6'b000100,regDst1[2]);
 detectopcode det173(opcode,6'b000101,regDst1[3]);
 detectopcode det174(opcode,6'b001000,regDst1[4]);
 detectopcode det175(opcode,6'b010000,regDst1[5]);
 detectopcode det176(opcode,6'b001001,regDst1[6]);
 detectopcode det178(opcode,6'b010001,regDst1[7]);
  detectopcode det179(opcode,6'b100000,regDst1[8]);
 or xor1(regDst,regDst1[0],regDst1[1],regDst1[2],regDst1[3],regDst1[4],regDst1[5],regDst1[6],regDst1[7],regDst1[8]);
 detectopcode det18(opcode,6'b000010,ALusrc1[0]);
 detectopcode det19(opcode,6'b000011,ALusrc1[1]);
 detectopcode det20(opcode,6'b000100,ALusrc1[2]);
 detectopcode det21(opcode,6'b000101,ALusrc1[3]);
 detectopcode det22(opcode,6'b001000,ALusrc1[4]);
  detectopcode det23(opcode,6'b010000,ALusrc1[5]);
 detectopcode det24(opcode,6'b001001,ALusrc1[6]);
 detectopcode det25(opcode,6'b010001,ALusrc1[7]);
 detectopcode det26(opcode,6'b000111,ALusrc1[8]);
 or or8(ALUsrc,ALusrc1[0],ALusrc1[1],ALusrc1[2],ALusrc1[3],ALusrc1[4],ALusrc1[5],ALusrc1[6],ALusrc1[7],ALusrc1[8]);
 detectopcode det27(opcode,6'b111000,jump1[0]);
 detectopcode det28(opcode,6'b111001,jump1[1]);
 or o9(jump,jump1[0],jump1[1]);
 detectopcode det30(opcode,6'b100000,move);
 detectopcode det31(opcode,6'b001001,byteOperations1[0]);
 detectopcode det32(opcode,6'b010001,byteOperations1[1]);
 or o11(byteOperations,byteOperations1[0],byteOperations1[1]);
	not not1(p0,opcode[0]);
	not not2(p1,opcode[1]);
	not not3(p2,opcode[2]);
	not not4(p3,opcode[3]);
	not not5(p4,opcode[4]);
	not not6(p5,opcode[5]);
	or or5(ALUop[2],p2,opcode[0]);
	and and1(andv1,p2,opcode[1],opcode[0]);
	and and2(andv2,p5,p0,p1,p2,p3,p4);
	and and3(andv3,opcode[0],opcode[1],opcode[2],opcode[5],p3,p4);
	or or6(ALUop[1],andv1,andv2,andv3);
	or or7(orvl7,p1,p0);
	and and4(andv4,opcode[2],p1,opcode[0]);
	not notand(notand1,andv4);
	and and5(ALUop[0],orvl7,notand1);
 endmodule
module detectopcode(input [5:0] A, input [5:0] B, output res);
wire [5:0] temp;
xor xor0(temp[0], A[0], B[0]);
xor xor1(temp[1], A[1], B[1]);
xor xor2(temp[2], A[2], B[2]);
xor xor3(temp[3], A[3], B[3]);
xor xor4(temp[4], A[4], B[4]);
xor xor5(temp[5], A[5], B[5]);
nor(res, temp[0], temp[1], temp[2], temp[3], temp[4], temp[5]);
endmodule
$ cat /design/flow/constraint.sdc
current_design control_unit

set clk_period 1.9
set clk_io_pct 0.2

create_clock -name clk0 -period $clk_period

set non_clock_inputs [all_inputs -no_clocks]
set_input_delay [expr $clk_period * $clk_io_pct] -clock clk0 $non_clock_inputs
set_output_delay [expr $clk_period * $clk_io_pct] -clock clk0 [all_outputs]
==> reports/metrics.cfg <==
[timing]
maxSlewViolCount=0
hold_viol_final=0
period_used_pct=96.5
timing.hold.ws_ps=1130
min_period_ps=1830
rsz0062_at_grt=no
timing.fmax_mhz=545
tightest_slew_ps=277
setup_violations=0
finalWorstSetupSlack_ps=65.9
fin_tns_setup_ps=0
relSlewSlack_pct=81.3

[floorplanning]
die_x_um=80
io-pin-count=18
num_rows=21
initial_core_util_pct=7.73
chipArea_um2=6400
die_y_um=80
coreArea_um2=3420

[global_routing]
overflow=0
grt_pass1_wl_mm=2.14
grt_max_degree=7
grt_pass1_vias=442
grt_usage_pct=3.90
antenna_found_initial=0

[place]
numPortBuffers=18
gp_congestion=0.865
dp.cells=115
hpwl_um=932
dp_slack_ps=-676

[logic_synthesis]
yosys.area.top_type=and4_1
syn_inst=40
synth_stat.cells=40
post-synth-top-area-fraction_pct=9.95
yosysWarningCount=25
topCellsByArea=and4_1 10%, buf_6 8.5%, nand2_1 5.7%
ys_seq_share_pct=0
synthesis.area_um2=264
synth_cell_type_count=26
ys_area_um2=264
syn_avg_cell_area_um2=6.60

[routing]
drcViolationCount=0
diodes=0
via_count=444
wl_per_cell_um=10.5
ant_nets=0
wl_mm=1.29
drtIter0Drc=6
avgViaCountPerCell=3.61
dr.pass1.iters=2

[critical_path]
slowest_delay_ps=570
crit_type=primary input to output port
critPathMaxFanout=5
endpoint_kind=output port
cp-start-kind=primary input
worstPathRequired_ps=1520
cp_slowest_cell=or4b_4
cp.arrival_ps=1450
path_cells=buf_4, or4b_4, a31oi_4, clkdlybuf4s15_1

[run]
tool_warnings=33
drv_cap=0

[layout]
fin_util_pct=20.5
lay_top_count=buf_4
ff_count=0
synthToLayoutAreaGrowth_pct=166
nClkBuffers=0
layout-drive-gt1-share_pct=54.5
fin_cells=123
lay_top_cells=21 x buf_4, 5 x buf_6, 4 x nand2_1, 4 x buf_2, 4 x dlygate4sd2_1
seq_area_um2=0

[power_and_ir_drop]
p_leak_nw=0.350
power.density_nw_per_um2=169
vdd_ir_drop_max_uv=34.0

[clock_network]
cts_hold_buf=0

[run_status]
status=complete, no violations

[hold_path]
hold_class=primary input to output port

## logic make-up after synthesis
kind of cell    count (synthesis)  synth area share [%]
buf+inv                         7                  16.6
xor+xnor                        1                  3.32
mux                             1                  3.79
compound gates                  8                  22.3
simple gates                   23                  54.0
## what timing repair did
item | in CTS | in global routing
endpoints found under the setup margin | 12 | 6
pin swaps | 12 | 6
buffers inserted | 6 | 2
resized | 48 | 10
## power breakdown
| part | total [mW] | switching, mW | internal, mW |
|---|---|---|---|
| logic | 0.118 | 0.0496 | 0.0687 |
| registers | 0 | 0 | 0 |
| clock network | 0 | 0 | 0 |
## layer usage
layer,vias to the layer above,GRT usage (%),part of all wire [%]
li1,225,-,-
met1,203,5.34,51
met2,16,6.42,39
met3,0,0.909,10
met4,0,0,0
met5,-,0,0
## cell type report
type / instances / area (µm²)
fill: 362 / 2710
inverter: 2 / 7.51
multi-input combinational: 33 / 288
tap: 46 / 57.6
timing repair buffer: 42 / 349
## metrics by stage
stage,cell area (µm²),power [mW]
after floorplan,264,0.0381
after global placement,586,0.0952
after detailed placement,586,0.0953
after CTS,658,0.109
after global routing,702,0.129
final,702,0.118
## critical path, delay by kind of cell
kind / cells / cell delay, ps
simple gates: 1 / 570
compound gates: 1 / 170
buf+inv: 2 / 340
## synth_stat cells (all sizes together)
library cell and number:
nand3 2, mux2i 1, o311ai 1, nor3 2, nor2b 1, or4b 1
xor2 1, nor2 3, a31oi 1, or2 1, or2b 1, o21ai 2
a31o 1, nand2 4, and3 1, nor4 2, buf 4, nand3b 1
a211o 1, nor3b 1, o21bai 1, inv 2, a2bb2oi 1, clkbuf 1
and4 3
## path summary, 6_finish.rpt
path,startpoint,depth (start not counted),endpoint
worst max-delay path,opcode[1],4,ALUsrc
worst min-delay path,opcode[2],3,ALUop[1]
Power is estimated from default activity; no workload was simulated.
